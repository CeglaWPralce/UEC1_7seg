`design/flow/config.mk`:
```
export PLATFORM = sky130hd
export DESIGN_NAME = top_basys3
export DESIGN_NICKNAME = top_basys3
export VERILOG_FILES = /design/flow/design.v
export SDC_FILE = /design/flow/constraint.sdc
export NUM_CORES = 4
export LEC_CHECK = 1
export CORE_UTILIZATION = 30
export SYNTH_HDL_FRONTEND = slang
```
`design/flow/run.sh`:
```
#!/bin/bash
# OpenROAD 26Q1-2900-gdf79404cd8, Yosys 0.63+post, stock flow scripts
make -C /OpenROAD-flow-scripts/flow DESIGN_CONFIG=/design/flow/config.mk WORK_HOME=/design/flow/orfs finish
```
`design/flow/constraint.sdc`:
```
current_design top_basys3

set clk_period 4.2
set clk_io_pct 0.2

create_clock -name clk0 -period $clk_period [get_ports {clk}]

set non_clock_inputs [all_inputs -no_clocks]
set_input_delay [expr $clk_period * $clk_io_pct] -clock clk0 $non_clock_inputs
set_output_delay [expr $clk_period * $clk_io_pct] -clock clk0 [all_outputs]
```
`design/flow/design.v`:
```
module top_basys3 (
    input wire clk,
    input wire btnC,
    input wire [15:0] sw,
    output wire [6:0] seg,
    output wire [3:0] an
);
top u_top(
    .clk(clk),
    .rst_n(!btnC),
    .digit0(sw[15:12]),
    .digit1(sw[11:8]),
    .digit2(sw[7:4]),
    .digit3(sw[3:0]),
    .sseg_ca(seg),
    .sseg_an(an)
);
endmodule
module counter #(
    parameter int LIMIT = 500000
)(
    input  logic clk,
    input  logic rst_n,
    input  logic enabled,
    output logic overflow
);
logic [31:0] value, value_nxt;
always_ff @(posedge clk or negedge rst_n) begin
    if (!rst_n)
        value <= 'b0;
    else
        value <= value_nxt;
end
always_comb begin
    value_nxt = value;
    overflow  = 1'b0;
    if (enabled) begin
        if (value == LIMIT) begin
            value_nxt = 'b0;
            overflow  = 1'b1;
        end else begin
            value_nxt = value + 1;
        end
    end
end
endmodule
module ring_counter #(
    parameter int SIZE = 4
)(
    input  logic clk,
    input  logic rst_n,
    input  bit   enabled,
    output logic [SIZE-1:0] value
);
logic [SIZE-1:0] value_nxt;
int i;
always_ff @(posedge clk or negedge rst_n) begin
    if (!rst_n)
        value <= {1'b0, {SIZE-1{1'b1}}};  
    else
        value <= value_nxt;
end
always_comb begin
    value_nxt = value;
    if (enabled) begin
        value_nxt = {SIZE{1'b1}};
        for (i = 0; i < SIZE; i++) begin
            if (value[i] == 1'b0) begin
                if (i == SIZE-1)
                    value_nxt[0] = 1'b0;
                else
                    value_nxt[i+1] = 1'b0;
            end
        end
    end
end
endmodule
module hex2sseg (
    input logic [3:0] hex,
    output logic [6:0] sseg
);
localparam logic [6:0] CODES [0:15] = '{
    7'b1000000,  
    7'b1111001,  
    7'b0100100,  
    7'b0110000,  
    7'b0011001,  
    7'b0010010,  
    7'b0000010,  
    7'b1111000,  
    7'b0000000,  
    7'b0010000,  
    7'b0001000,  
    7'b0000011,  
    7'b1000110,  
    7'b0100001,  
    7'b0000110,  
    7'b0001110   
};
assign sseg = CODES[hex];
endmodule
module sseg (
    input logic enabled,
    input logic rst_n,
    input logic clk,
    input logic [3:0] digit3,
    input logic [3:0] digit2,
    input logic [3:0] digit1,
    input logic [3:0] digit0,
    output logic [3:0] sseg_an,
    output logic [6:0] sseg_ca
);
logic [3:0] mid_signal;
logic [3:0] digit_selected;
ring_counter u_ring_counter (
    .clk,
    .rst_n,
    .enabled,
    .value(mid_signal)
);
sseg_mux u_sseg_mux (
    .sel(mid_signal),
    .digit0,
    .digit1,
    .digit2,
    .digit3,
    .digit_selected
);
hex2sseg u_hex2sseg(
    .hex(digit_selected),
    .sseg(sseg_ca)
);
assign sseg_an = mid_signal;
endmodule
module sseg_mux (
    input  wire  [3:0] sel,  
    input  wire  [3:0] digit0,
    input  wire  [3:0] digit1,
    input  wire  [3:0] digit2,
    input  wire  [3:0] digit3,
    output logic [3:0] digit_selected
);
always_comb begin
    case(sel)
        4'b1110: digit_selected = digit0;
        4'b1101: digit_selected = digit1;
        4'b1011: digit_selected = digit2;
        4'b0111: digit_selected = digit3;
        default: digit_selected = 4'bxxxx;
    endcase
end
endmodule
module top (
    input logic clk,
    input logic rst_n,
    input logic [3:0] digit0,
    input logic [3:0] digit1,
    input logic [3:0] digit2,
    input logic [3:0] digit3,
    output logic [3:0] sseg_an,
    output logic [6:0] sseg_ca
);
sseg u_sseg(
    .enabled (overflow),
    .rst_n,
    .clk,
    .digit3,
    .digit2,
    .digit1,
    .digit0,
    .sseg_an,
    .sseg_ca
);
counter u_counter(
    .clk,
    .rst_n,
    .enabled (1'b1),
    .overflow
);
endmodule
```
==> reports/qor.csv <==
metric,value,unit
run status,"finished, final reports clean",
placed inst area,2650,µm²
area delta synth->final,20.8,%
via count,1645,
drc violations,0,
Max-Cap Viols,0,
n_diodes,0,
number of hold violations in the final report,0,
Setup CP Type,flip-flop to primary output,
CP Capture Point,seg[3],
Std-Cell Rows,31,
Reg2Reg Depth,6,
critical path data required time,3.36,ns
Switching Share,0.218,
proportion of synthesized chip area in sequential cells,0.400,
worst setup slack for register-to-register paths,2.21,ns
endpoint of the worst-slack reg-to-reg timing path,u_top.u_counter.value[28],
part of the cycle the worst path needs,0.942,
cell area after technology mapping,2260,µm²
H-tree levels,2,
proportion of synthesized flip-flops having asynchronous set or reset,1.00,
ys flops,36,
global-route congestion overflow total,0,
GR met1 Demand/Resource,0.174,
TritonCTS Buffers,5,
antenna violations before repair,0,
list of most frequent post-synthesis cells,"dfrtp_1 (33), xnor2_1 (17), nand3_1 (15), xor2_1 (15)",
ranking of synthesized cells by area,"dfrtp_1 (37%), xnor2_1 (6.6%), xor2_1 (5.8%), nand4b_1 (4.7%), ha_1 (4.4%)",
violation count after the first detailed-route iteration,45,
RR Startpoint,u_top.u_counter.value[0],
filler cell count in the final layout,717,
iteration count of the initial detailed-routing pass,4,
proportion of power drawn by flip-flops and latches,0.542,
maximum vdd drop,0.195,mV
transition time at the pin with the least slew margin,0.506,ns
die outline area,7880,µm²
wire length per cell,12.2,µm
total power density per cell area,234,nW/µm²
"EDFF count, synth",0,
cell total in the yosys stat output,215,
data arrival time at the worst-slack endpoint,3.12,ns
placeable core region,7250,µm²
total cell area reported by yosys after synthesis,2260,µm²
via density per instance,4.75,
layer carrying the most global-route usage,met2,
critical path capture point type,primary output,
post-route antenna net violation count,0,
Post-Layout Inst Area,2730,µm²
Post-DP HPWL,3020,µm
share of final-layout standard cells stronger than drive strength 1,0.130,
startpoint of the worst setup timing path,u_top.u_sseg.u_ring_counter.value[2],
syn avg cell area,10.5,µm²
headroom to the max-slew limit,0.662,
GP Congestion,0.826,
Leakage Power,0.00121,µW
Top Ports,29,
global-route met3 utilization,0.0237,
Routed WL,4210,µm
Setup Skew,0.00744,ns
setup-violating endpoint count in the final report,0,
Tightest Hold Check Type,flip-flop to flip-flop,
post-synthesis instance total,215,
Post-Route Setup TNS,0,ns
Yosys warnings,0,
RSZ-0062 raised after global routing,no,
clock power share,0.362,
most popular library cell in the synthesized design by count,dfrtp_1,
count of tool warnings,31,
die width,88.8,µm
GR met2 Demand/Resource,0.188,
input/output buffers,28,
Critical Path Source Type,flip-flop,
Final Max-Slew Violation Tally,0,
Longest Clk Path Bufs,2,
prevailing post-synth register cell,dfrtp_1,
vertical die dimension,88.8,µm
wire length of the first global-routing pass,7250,µm
Initial Utilization,0.312,
number of clock sinks,36,
all-layer global routing usage,0.119,
FMAX,0.253,GHz
count of instances resized after the clock tree is built,0,
count of different cell masters after synthesis,45,
final critical delay including setup and external delays,3.96,ns
highest net fanout along the worst path,17,
logic gate share of total power,0.096,
Top-area cell share,0.365,
CTS tree,done,
Clock Latency Late Sink,0.29,ns
net switching power,139,µW
Clock Root Buffer,clkbuf_8,
number of global-route vias before repair,1564,
"Reg clk slew, reported paths",0.06,ns
most area-hungry cell type in the Yosys netlist,dfrtp_1,
internal power,500,µW
number of post-CTS setup repair buffers,0,
total of hold buffers inserted after clock tree synthesis,0,
largest net degree at the start of global routing,37,
-- power groups by stage --
stage	Clock [µW]	Combinational, µW	Sequential, µW
4_1_cts	241	62.7	347
5_1_grt	257	68.0	346
6_report	231	61.3	347
-- layer usage --
layer  part of all wire  vias up
met5                  0        -
met4              0.024        0
met3              0.048       10
met2               0.45       27
met1               0.48      783
li1                   -      825
-- cell families (layout without fill, tap and decap cells) --
family | count (synthesis) | after routing | synth area share
AND/OR/NAND/NOR | 94 | 94 | 0.276
flip-flops | 36 | 36 | 0.400
multiplexers | 12 | 12 | 0.0576
buffers and inverters | 19 | 51 | 0.0404
AND-OR/OR-AND | 13 | 13 | 0.0504
adder cells (fa/ha/maj) | 8 | 8 | 0.0443
XOR/XNOR | 33 | 33 | 0.131
-- sequential cells by signal, summed over array words and instances, names as in the netlist --
signal and flops:
u_top.u_counter.value 32, u_top.u_sseg.u_ring_counter.value 4
-- cell usage in the layout (no fill, tap or decap), types with 4 or more instances in the layout --
cell type,Yosys,final
and4_1,4,4
and3_1,4,4
nor4b_1,4,4
xor2_1,15,15
ha_1,8,8
nand2_1,14,14
buf_4,2,5
nand4b_1,12,12
mux2_2,4,4
nor2_1,14,14
inv_1,10,10
clkdlybuf4s50_1,0,28
nand4_1,9,9
clkbuf_8,0,5
dfrtp_1,33,33
nand3_1,15,15
mux2i_1,7,7
nor3_1,4,4
xnor2_1,17,17
-- area by class of cell --
cell class,count,area (µm²),share of cell area
inverters,10,37.5,0.0138
clock buffers,7,76.3,0.0280
multi-input cells,160,1260,0.463
clock inverters,1,5.00,0.00183
flip-flops and latches,36,905,0.331
well taps,99,124,0.0454
repair buffers,33,318,0.116
-- worst min-delay path by stage --
stage / from / to / slack [ns] / cells past startpoint
4_1_cts: u_top.u_counter.value[31] / u_top.u_counter.value[31] / 0.48 / 1
5_1_grt: u_top.u_counter.value[28] / u_top.u_counter.value[28] / 0.51 / 1
6_report: u_top.u_counter.value[31] / u_top.u_counter.value[31] / 0.48 / 1
-- critical path: stages, from the launching register on --
cell,delay [ns]
dfstp_2,0.70
a21oi_1,0.16
a211oi_4,0.44
mux2i_1,0.24
buf_4,0.16
ha_1,0.19
inv_1,0.08
mux2_2,0.27
mux2i_1,0.12
clkdlybuf4s50_1,0.47
-- through the flow --
stage	total power, µW	util	hold slack, ns	instances	setup slack (ns)
4_1_cts	650	0.376	0.483	346	0.225
3_5_place_dp	415	0.365	0.467	338	0.447
6_report	640	0.376	0.477	346	0.243
5_1_grt	671	0.376	0.506	346	0.0212
3_3_place_gp	416	0.365	0.470	338	0.446
2_1_floorplan	379	-	0.447	215	1.13
No activity file was given, so power comes from the tool's default toggle rates.
